==> design.v <==
module Data_Mem (
    clk, reset, ReadData, WriteData,
    MemSum, MemWrite, MemRead, Funct3
);
    input wire [31:0] MemSum;
    input wire [31:0] WriteData;
    input wire clk, MemWrite, MemRead, reset;
    input wire [2:0] Funct3;
    output reg [31:0] ReadData;
    reg [31:0] Mem [0:63];
    integer i;
    initial begin
        for (i = 0; i < 64; i = i + 1)
            Mem[i] <= 32'b0;
        Mem[0] <= 32'h0A000000;
    end
    wire [31:0] Palavra_Sum = MemSum & 32'hFFFFFFFC;
    wire [5:0] idPalavra = Palavra_Sum >> 2;
    wire [1:0] bytePalavra = MemSum[1:0];
    reg [31:0] Palavra_lida;
    reg [31:0] Palavra_temp;
    reg [7:0] Byte_Selec;
    always @(*) begin
        Palavra_lida = Mem[idPalavra];
        if (MemRead) begin
            if (Funct3 == 3'b000) begin
                case (bytePalavra)
                    2'b00: Byte_Selec = Palavra_lida[7:0];
                    2'b01: Byte_Selec = Palavra_lida[15:8];
                    2'b10: Byte_Selec = Palavra_lida[23:16];
                    2'b11: Byte_Selec = Palavra_lida[31:24];
                    default: Byte_Selec = 8'hx;
                endcase
                ReadData = {{24{Byte_Selec[7]}}, Byte_Selec};
            end else begin
                ReadData = 32'bx;
            end
        end else begin
            ReadData = 32'bx;
        end
    end
    always @(posedge clk) begin
        if (reset) begin
            for (i = 0; i < 64; i = i + 1)
                Mem[i] <= 32'b0;
        end else if (MemWrite && Funct3 == 3'b000) begin
            Palavra_temp = Mem[idPalavra];
            case (bytePalavra)
                2'b00: Palavra_temp[7:0]   = WriteData[7:0];
                2'b01: Palavra_temp[15:8]  = WriteData[7:0];
                2'b10: Palavra_temp[23:16] = WriteData[7:0];
                2'b11: Palavra_temp[31:24] = WriteData[7:0];
            endcase
            Mem[idPalavra] <= Palavra_temp;
        end
    end
endmodule
==> run.sh <==
#!/bin/bash
# OpenROAD 26Q1-2900-gdf79404cd8, Yosys 0.63+post, stock flow scripts
make -C /OpenROAD-flow-scripts/flow DESIGN_CONFIG=/design/flow/config.mk WORK_HOME=/design/flow/orfs finish
==> config.mk <==
export PLATFORM = sky130hd
export DESIGN_NAME = Data_Mem
export DESIGN_NICKNAME = Data_Mem
export VERILOG_FILES = /design/flow/design.v
export SDC_FILE = /design/flow/constraint.sdc
export NUM_CORES = 4
export LEC_CHECK = 1
export CORE_UTILIZATION = 30
==> constraint.sdc <==
current_design Data_Mem

set clk_period 54.7
set clk_io_pct 0.2

create_clock -name clk0 -period $clk_period [get_ports {clk}]

set non_clock_inputs [all_inputs -no_clocks]
set_input_delay [expr $clk_period * $clk_io_pct] -clock clk0 $non_clock_inputs
set_output_delay [expr $clk_period * $clk_io_pct] -clock clk0 [all_outputs]
==> out/results.txt <==
# port buffers -> 53
Post-Route WL -> 325 mm
Resized Gates After CTS -> 0
WL per Instance -> 29.7 um
number of enable flip-flop cells -> 2048
Synth-to-Final Area Change -> 12.6%
Layout fillers -> 27889
Max Cap Viol -> 0
Seq share, synth -> 0.682
gr ovfl total -> 0
DR iter-0 viols -> 4582
Via Count -> 59355
Routability Congestion -> 1.02
CORE AREA -> 298000 um^2
Slew Viols, Final -> 0
Data arrival, critical path -> 17620 ps
Sink Count -> 2048
Syn Inst Count -> 6931
HPWL after detailed placement -> 194 mm
# rows -> 200
clk ins delay skew pair -> 880 ps
starting density of the core -> 0.303
YS chip area -> 90200 um^2
global-route wire length before repair -> 453 mm
final hold vios -> 0
placed insts -> 10542
VDD IR max -> 0.0366 mV
crit path capture type -> output port
most flop-heavy register -> Mem
CP Launch Type -> primary input
layout cells sized above 1 -> 0.144
status -> completed
clk root buf -> clkbuf_16
clock transition at the registers of the reported paths -> 60 ps
Slew headroom -> 0.168
max FFs per register -> 2048
drt via density -> 5.43
Max Freq -> 35.0 MHz
Setup CP Type -> in2out
Slew @ Worst Pin -> 1250 ps
CTS tree -> built
ys cells -> 6931
hold slack -> 1140 ps
Top Registers -> Mem x2048
synthesized area per cell -> 13.0 um^2
Die Area -> 303000 um^2
largest net degree at the start of global routing -> 64
non-filler cells, final -> 10930
I/O Pins -> 103
Hold WC Path Type -> reg2reg
Seq cells post-synth -> 2048
Final period util -> 0.522
Detail Route Antenna Nets -> 0
setup TNS -> 0 ps
Commonest flop -> edfxtp_1
clock skew -> 51.7 ps
total CTS buffers -> 207
Longest Clk Path Bufs -> 3
GR Util All Layers -> 0.227
vias in the first global route -> 60928
Worst EP required -> 43760 ps
# setup viols final -> 0
drt first pass iters -> 6
antenna violations before repair -> 21
Yosys warning count -> 1
FFs w/ async S/R, synth -> 0
worst-path fanout max -> 63
H-tree Lvls -> 4
tool warning count -> 75
Tmin final -> 28560 ps
Pwr Density -> 34.8 nW/um^2
post-synth cell types -> 82
RSZ-0062 raised after global routing -> false
CTS hold repair buffers -> 0
Die Ht -> 550 um
Chip Width -> 550 um
Post-CTS Setup Inserts -> 0
Leak -> 34.5 nW
Residual DRC -> 0
Mapped Area -> 90200 um^2
[final cells by class]
class	instances	area, um^2	area share
Antenna cell	13	32.5	0.000320
Inverter	6	28.8	0.000283
Timing Repair Buffer	411	3270	0.0322
Multi-Input combinational cell	4138	25300	0.249
Clock buffer	253	5400	0.0531
Sequential cell	2048	61500	0.606
Clock inverter	122	1110	0.0109
Tap cell	3939	4930	0.0485
[final timing paths]
kind	start	endpoint	slack (ps)	depth (start not counted)
max	MemSum[2]	ReadData[4]	26140	14
min	Mem[59][21]$_SDFFCE_PN0P_	Mem[51][21]$_SDFFCE_PN0P_	1140	5
max reg2reg	Mem[28][17]$_SDFFCE_PN0P_	Mem[33][17]$_SDFFCE_PN0P_	50590	9
min reg2reg	Mem[59][21]$_SDFFCE_PN0P_	Mem[51][21]$_SDFFCE_PN0P_	1140	5
[synth_stat cells (12+ instances only)]
cell type	count	area [um^2]
nand4_1	20	125
a31oi_1	25	156
nor2b_1	12	75.1
nor3b_1	16	120
nor2_2	30	188
mux2_2	86	968
buf_2	244	1220
nand3_1	39	195
mux2i_1	312	3120
a211oi_1	30	225
a22o_1	22	193
mux2i_4	16	360
o21ai_0	94	470
nor3_1	38	190
nand2b_1	92	576
mux4_2	85	1910
buf_6	46	518
o22a_1	16	140
edfxtp_1	2048	61500
buf_4	82	616
buf_1	45	169
o221ai_1	24	210
a22oi_1	247	1850
a221o_1	32	320
nor2_1	2094	7860
clkbuf_1	322	1210
a221oi_1	146	1280
o22ai_1	113	707
nand2_1	154	578
and3_1	23	144
nand3b_1	32	240
a21oi_1	103	515
o2bb2ai_1	37	324
or3b_2	19	166
[critical path: stages]
cell	delay [ps]
buf_8	390
buf_12	480
buf_4	520
buf_4	530
and3_2	770
buf_4	550
a22oi_1	130
a31oi_1	820
a21oi_1	470
nand4_1	350
nor2_1	70
nor4_1	750
buf_4	230
clkdlybuf4s50_1	450
[cells in the final DEF (no fill, tap or decap), drive strengths merged, types with 11 or more instances in the layout]
| master | synthesis | layout |
|---|---|---|
| nand2 | 154 | 154 |
| o2bb2ai | 37 | 37 |
| nor3b | 19 | 19 |
| bufinv | 0 | 14 |
| a21oi | 103 | 103 |
| nand4 | 20 | 20 |
| nor2b | 12 | 12 |
| o22ai | 114 | 114 |
| nor2 | 2124 | 2124 |
| a22o | 22 | 22 |
| clkinv | 0 | 96 |
| nand2b | 92 | 92 |
| a211oi | 30 | 30 |
| clkdlybuf4s50 | 0 | 49 |
| inv | 6 | 16 |
| nand3b | 32 | 32 |
| o21ai | 96 | 96 |
| a221oi | 148 | 148 |
| a31oi | 25 | 25 |
| buf | 417 | 362 |
| and3 | 23 | 23 |
| diode | 0 | 13 |
| nand3 | 39 | 39 |
| clkbuf | 322 | 253 |
| o221ai | 24 | 24 |
| a22oi | 247 | 247 |
| a221o | 32 | 32 |
| mux2i | 334 | 334 |
| o22a | 16 | 16 |
| mux4 | 85 | 85 |
| nor3 | 38 | 38 |
| edfxtp | 2048 | 2048 |
| o211ai | 11 | 11 |
| or3b | 19 | 19 |
| mux2 | 89 | 89 |
[report_power, final]
group | internal (mW) | total [mW] | switching (mW)
Sequential | 1.77 | 1.79 | 0.0127
Clock | 0.768 | 1.37 | 0.606
Combinational | 0.0858 | 0.370 | 0.284
Total | 2.63 | 3.53 | 0.903
[metal layers]
metal	wire length, um	global-route usage
met3	62100	0.190
met2	141000	0.321
met5	1040	0.0360
met4	20700	0.117
met1	99800	0.230
[through the flow]
stage               utilization  setup slack, ps  total power, mW  cell area, um^2
detailed placement        0.319            26550             2.18            95000
global placement          0.319            26490             2.17            95000
floorplan                     -            29960             2.02            90200
global route              0.341            26260             3.62           102000
finish                    0.341            26140             3.53           102000
CTS                       0.341            26540             3.53           102000
[logic make-up (layout without fill, tap and decap cells)]
logic type | after synthesis | count (layout) | share of synthesized area
compound gates | 1000 | 1000 | 0.0830
buf+inv | 745 | 792 | 0.0416
flops | 2048 | 2048 | 0.682
mux | 508 | 508 | 0.0719
other cells | 0 | 13 | 0
simple gates | 2630 | 2630 | 0.121
No activity file was given, so power comes from the tool's default toggle rates.
