===== design/flow/run.sh =====
#!/bin/bash
# OpenROAD 26Q1-2900-gdf79404cd8, Yosys 0.63+post, stock flow scripts
make -C /OpenROAD-flow-scripts/flow DESIGN_CONFIG=/design/flow/config.mk WORK_HOME=/design/flow/orfs finish

===== design/flow/config.mk =====
export PLATFORM = sky130hd
export DESIGN_NAME = ALU
export DESIGN_NICKNAME = ALU
export VERILOG_FILES = /design/flow/design.v
export SDC_FILE = /design/flow/constraint.sdc
export NUM_CORES = 4
export LEC_CHECK = 1
export CORE_UTILIZATION = 50

===== design/flow/constraint.sdc =====
current_design ALU

set clk_period 16.0
set clk_io_pct 0.2

create_clock -name clk0 -period $clk_period

set non_clock_inputs [all_inputs -no_clocks]
set_input_delay [expr $clk_period * $clk_io_pct] -clock clk0 $non_clock_inputs
set_output_delay [expr $clk_period * $clk_io_pct] -clock clk0 [all_outputs]

===== design/flow/design.v =====
module ALU (
    num1, num2, ALUop, S, zero
);
    input wire [31:0] num1;
    input wire [31:0] num2;
    input wire [3:0] ALUop;
    output reg [31:0] S;
    output reg zero;
always @(*) begin
    S = 32'dx;
    case (ALUop)
        4'b0000:
            S = num1 - num2;
        4'b0001:
            S = num1 + num2;
        4'b0010:
            S = num1 & num2;
        4'b0011:
            S = num1 | num2;
        4'b1100:
            S = num1 >> num2[4:0];
        default: 
            S = 32'dx;
    endcase
    if (S === 32'b0) begin
        zero = 1'b1;
    end else if (S !== 32'dx) begin
        zero = 1'b0;
    end else begin
        zero = 1'bx;
    end
end
endmodule

==> flow_summary.yaml <==
# synthesis and place-and-route metrics
run_status:
  status: "completed"
logic_synthesis:
  yosys-top-cells-count: "nand2_1, nor2_1, a21oi_1, o21ai_0, ha_1"
  syn_avg_cell_area_sq_um: 7.22
  ys_cells: 758
  top_cell: "nand2_1"
  ys_warn_count: 1
  yosysTopAreaCell: "ha_1"
  ys_chip_area_sq_mm: 0.00548
  synth_cell_types: 82
  synthesis.area_sq_mm: 0.00548
  top_area_share_pct: 8.68
  synth_seq_share_pct: 0
  netlist_instances: 758
  top_cells_by_area: "ha_1, mux4_2, nand2_1"
pwr:
  irDropWorstVdd_mv: 0.0273
  p_leak_nw: 2.46
  power.density_mw_per_mm2: 45.7
  intPower_mw: 0.143
  swShare_pct: 52.3
  p_sw_mw: 0.156
placement:
  dp_slack_ps: 3150
  place_congestion: 1.09
  dpl_cell_area_sq_mm: 0.00655
  placed_cells: 959
  io_buffers: 101
  hpwlAfterDp_mm: 17.8
drt:
  vias_per_cell: 6.97
  drc: 0
  wire_per_inst_microns: 22.8
  vias: 6691
  dr.pass1.iters: 5
  drt-initial-drc-count: 819
  ant_nets: 0
  wl_mm: 21.9
setup_path:
  critPathKind: "input pin to output port"
  arrival_ps: 9850
  crit_end: "zero"
  critical_path_required_ps: 12800
  critPathCaptureType: "output port"
  critPathMaxFanout: 35
  cp-start-kind: "input pin"
  crit_start: "num2[3]"
timing:
  tightestPinTransition_ps: 911
  max_slew_margin_pct: 37.7
  worst_slack_ps: 2950
  hold_viol_final: 0
  max_freq_ghz: 0.0766
  setup_tns_ps: 0
  setup_viol: 0
  finalMaxSlewViolations: 0
  finalClockPeriodUsage_pct: 81.5
  rsz0062_at_grt: "false"
  final.min_clock_period_ps: 13050
grt:
  grt_busiest_layer: "met1"
  grt_pass1_wl_mm: 33.4
  overflow: 0
  grt_pass1_vias: 6028
  antenna_found_initial: 1
  grt.met3_usage_pct: 9.49
  grtUsageMet1_pct: 57.2
  track_usage_pct: 38.7
  met2_usage_pct: 55.3
  grt_start_max_net_pins: 49
clocking:
  cts_setup_buffers: 0
  cts_resized: 0
  cts_hold_buf: 0
final_layout:
  design_area_sq_mm: 0.00655
  fill_cells: 914
  syn_to_final_growth_pct: 19.7
  drive_gt1_share_pct: 7.29
  ff_count: 0
  seq_area_sq_um: 0
  clockBufferCount: 0
  final_cells: 960
floorplanning:
  coreArea_sq_mm: 0.0105
  rows: 37
  die_w_microns: 107
  fp_util_pct: 52.3
  ios: 101
  fp.dieH_microns: 107
  dieArea_sq_mm: 0.0114
job:
  drv_cap: 0
  warnings: 39
hold_path:
  hp-start: "num1[0]"
  worstHoldPathType: "input pin to output port"
layout by cell type, fill, tap and decap left out, drive strengths merged, types with 13 or more instances in the layout:
cell	count
maj3	27
nand2b	14
inv	13
mux2	28
o211ai	13
nor2	58
nand3	13
a21oi	54
nor3	15
o21ai	48
nand2	82
a21o	21
mux2i	22
buf	13
xnor2	34
xor2	16
mux4	18
ha	38
clkdlybuf4s50	100
worst min path at each step:
| stage | depth (start not counted) | slack [ps] | end |
|---|---|---|---|
| 4_1_cts | 6 | 7750 | zero |
| 5_1_grt | 6 | 7810 | zero |
| 6_report | 6 | 7740 | S[0] |
worst max-delay path, cell delays in order:
cell and delay (ps):
clkdlybuf4s50_1 390, buf_4 240, nor2_1 700, nand2_1 290, or3_1 400, nor2b_1 190, and3b_1 270, inv_2 50
or3_1 460, o21ai_0 230, xnor2_1 100, ha_1 430, and3_1 250, and2_1 180, nand3_1 80, o21ai_0 150
a22oi_1 80, a41o_1 290, a2111oi_0 790, o2111ai_1 270, nor4_2 260, clkdlybuf4s50_1 510
cell type report:
type                            instances  area (sq um)  area share (%)
Multi-Input combinational cell        697          5240            79.9
Timing Repair Buffer                  113          1100            16.7
Tap cell                              136           170            2.60
Antenna cell                            1          2.50          0.0382
Inverter                               13          48.8           0.745
power by group through the flow:
| stage | combinational [mW] | sequential (mW) | clock (mW) |
|---|---|---|---|
| global route | 0.320 | 0 | 0 |
| CTS | 0.292 | 0 | 0 |
cell families (layout without fill, tap and decap cells):
kind of cell | after synthesis | in the layout | synth area share (%)
AND/OR/NAND/NOR | 258 | 258 | 23.6
AND-OR/OR-AND | 255 | 255 | 32.2
multiplexers | 68 | 68 | 17.6
adder cells (fa/ha/maj) | 66 | 66 | 14.0
buffers and inverters | 61 | 126 | 4.62
XOR/XNOR | 50 | 50 | 8.00
other | 0 | 1 | 0
metal layers:
| metal | part of all wire, % | vias to the layer above |
|---|---|---|
| met1 | 42 | 3073 |
| met2 | 42 | 470 |
| met5 | 0 | - |
| met3 | 13 | 60 |
| met4 | 3.1 | 0 |
| li1 | - | 3088 |
stage by stage:
| stage | hold WS [ps] | total power [mW] | util (%) |
|---|---|---|---|
| finish | 7740 | 0.299 | 62.6 |
| global route | 7810 | 0.320 | 62.6 |
| CTS | 7750 | 0.292 | 62.6 |
| detailed placement | 7740 | 0.290 | 62.6 |
| global placement | 7730 | 0.290 | 62.6 |
| floorplan | 6620 | 0.170 | - |
Power and IR drop assume default switching activity.
