<file path="design/flow/design.v">
module Registradores (
    clk, reset, RegWrite,
    WriteData, rs1, rs2, 
    WriteRegister, ReadData1, ReadData2
);
    input wire clk;
    input wire reset; 
    input wire RegWrite;
    input wire [31:0] WriteData; 
    input wire [4:0] rs1; 
    input wire [4:0] rs2; 
    input wire [4:0] WriteRegister;
    output reg [31:0] ReadData1; 
    output reg [31:0] ReadData2;
    reg [31:0] Registrador [0:31];
    integer i;
initial begin
    for (i = 0; i < 32; i = i + 1) begin
        Registrador[i] = 32'b0;
    end
end
always @(posedge clk) begin
    if (reset) begin
        for(i = 0; i < 32; i = i + 1) begin
		    Registrador[i] <= 32'b0;
	    end
    end 
    else if (RegWrite == 1'b1 && WriteRegister != 5'b00000) begin
		Registrador[WriteRegister] <= WriteData;
	end
end
always@(*) begin
	if (rs1 == 5'b00000) begin
		ReadData1 = 32'b0; 
	end 
    else begin
		ReadData1 = Registrador[rs1];
	end
    if (rs2 == 5'b00000) begin
		ReadData2 = 32'b0;
	end 
    else begin
		ReadData2 = Registrador[rs2];
	end
end
endmodule
</file>
<file path="design/flow/run.sh">
#!/bin/bash
# OpenROAD 26Q1-2900-gdf79404cd8, Yosys 0.63+post, stock flow scripts
make -C /OpenROAD-flow-scripts/flow DESIGN_CONFIG=/design/flow/config.mk WORK_HOME=/design/flow/orfs finish
</file>
<file path="design/flow/config.mk">
export PLATFORM = sky130hd
export DESIGN_NAME = Registradores
export DESIGN_NICKNAME = Registradores
export VERILOG_FILES = /design/flow/design.v
export SDC_FILE = /design/flow/constraint.sdc
export NUM_CORES = 4
export LEC_CHECK = 1
export CORE_UTILIZATION = 50
</file>
<file path="design/flow/constraint.sdc">
current_design Registradores

set clk_period 19.7
set clk_io_pct 0.2

create_clock -name clk0 -period $clk_period [get_ports {clk}]

set non_clock_inputs [all_inputs -no_clocks]
set_input_delay [expr $clk_period * $clk_io_pct] -clock clk0 $non_clock_inputs
set_output_delay [expr $clk_period * $clk_io_pct] -clock clk0 [all_outputs]
</file>
==> impl_metrics.tcl <==
# implementation run metrics
set metrics [dict create \
    ys_seq_frac 0.567 \
    cts_resized 0 \
    fp.dieW_um 331 \
    num_vias 32900 \
    synth.top_cell.area_share 0.567 \
    grt_usage 0.366 \
    gp_congestion 0.918 \
    path_cells "buf_4, buf_4, buf_4, or3b_2, buf_4, o22ai_1, a2111oi_1, nor3_1, clkdlybuf4s50_1" \
    fin_crit_ps 12040 \
    io_buffers 113 \
    ys_types 42 \
    async_flop_share 0 \
    rsz0062_at_grt "false" \
    wl_um 177000 \
    max_freq_ghz 0.0831 \
    area_growth_syn_to_layout_pct 11.3 \
    irDropWorstVdd_mv 0.0666 \
    yosys_most_used_dff "edfxtp_1" \
    grt_max_degree 72 \
    pin_count 114 \
    largest_register_ffs 1024 \
    cts_setup_buffers 0 \
    cts.sinks 1024 \
    wire_per_inst_um 35.3 \
    crit_path_end_kind "output port" \
    coreArea_um2 107000 \
    cts_tree "built" \
    ys_area_um2 54300 \
    cp-endpoint "ReadData1[27]" \
    path_clk_slew_ps 60 \
    grt_pass1_wl_um 255000 \
    drtIter0Drc 1896 \
    die_area_um2 110000 \
    first_pass_iters 7 \
    max_slew_margin 0.233 \
    slowest_stage "nor3_1" \
    grt_pass1_vias 36400 \
    cts_buffer_depth 3 \
    worst_pin_slew_ps 1140 \
    fp_util 0.505 \
    netlist_area_um2 54300 \
    hold_path_class "in2reg" \
    ys_cells 3502 \
    regMostFlops "Registrador" \
    warnings 26 \
    cts-htree-levels 3 \
    run_status "completed" \
    cap_violations 0 \
    slowest_delay_ps 810 \
    crit_required_ps 15760 \
    synth_top_cell_by_area "edfxtp_1" \
    top_regs "Registrador: 1024 flops" \
    powerDensity_nw_per_um2 86.9 \
    crit_start "rs1[1]" \
    critPathMaxFanout 34 \
    synth_flops 1024 \
    drive_above_1_share 0.249 \
    antenna_found_initial 5 \
    path_class "in2out" \
    die_y_um 331 \
    synthCells 3502 \
    dpl.hpwl_um 105000 \
    synthTopCellsByArea "edfxtp_1, mux4_2, and2_1" \
    drc 0 \
    setup_viol_count_final 0 \
    fp-row-count 120 \
    cts-root-buf "clkbuf_16" \
    overflow 0 \
    synth_warnings 1 \
    arrival_ps 8100 \
    report.final.slew_viol_count 0 \
    preCtsSetupSlack_ps 7660 \
    drt-vias-per-instance 6.54 \
    start_kind "primary input" \
    avgSynthCellArea_um2 15.5 \
    power_uw 5250 \
    hold_violations 0 \
    ant_nets 0 \
    edf_count 1024 \
    cellLeakagePower_uw 0.0207 \
    cts_made_buffers 111 \
    ctsHoldBuffers 0 \
    cp_common_cell "buf_4" \
    setup_ws_ps 7660 \
    setup_tns_ps 0 \
    fin_crit_sh 0.611 \
]
-- through the flow --
step / instances / instance area (µm²) / hold WS [ps] / util
floorplan: 3533 / 54400 / 4140 / -
global placement: 4826 / 56900 / 4580 / 0.530
detailed placement: 4826 / 56900 / 4570 / 0.530
CTS: 5029 / 60400 / 3820 / 0.563
global route: 5029 / 60400 / 3840 / 0.563
finish: 5030 / 60400 / 3860 / 0.563
-- how the worst min path moves through the flow --
stage	startpoint	endpoint	slack, ps	cells after the start
final	reset	Registrador[0][19]	3860	2
after global routing	reset	Registrador[0][26]	3840	2
after CTS	reset	Registrador[0][29]	3820	2
-- area by class of cell --
cell class	count	area, µm²
clock buffers	135	2950
well taps	1403	1760
flip-flops and latches	1024	30700
diodes	1	2.50
clock inverters	68	547
inverters	2	7.51
repair buffers	277	2370
multi-input cells	2120	22000
fillers	8020	47000
-- cell families (layout without fill, tap and decap cells) --
| kind of cell | Yosys count | in the layout | synth area share |
|---|---|---|---|
| AND/OR/NAND/NOR | 1177 | 1177 | 0.133 |
| flip-flops | 1024 | 1024 | 0.567 |
| multiplexers | 652 | 652 | 0.230 |
| buffers and inverters | 389 | 482 | 0.0335 |
| AND-OR/OR-AND | 259 | 259 | 0.0365 |
| other | 1 | 33 | 0.0000691 |
-- worst max-delay path: cells and delay by family --
family / cells / cell delay, ps
compound gates: 2 / 280
buf+inv: 5 / 2270
simple gates: 2 / 1530
-- synth_stat cells (3+ instances only) --
library cell  count
edfxtp_1       1024
and2_1          995
mux4_2          472
clkbuf_1        272
mux2i_1         150
o22ai_1         103
nor3_1           54
a22o_1           51
a2111oi_1        41
buf_4            39
nor2_1           36
buf_2            35
or2_2            33
mux2_2           30
buf_6            22
buf_1            19
a22oi_1          16
a2111oi_0        14
nor2b_1          14
a21oi_1          12
a211oi_1          7
nand2_1           7
nor4_1            6
nand2b_1          5
nand3_1           5
nand3b_1          5
a221oi_1          4
a32o_1            4
o21ai_0           4
or3b_2            4
and3_1            3
-- placed cells by master (no fill, tap or decap), drive strengths merged, types with 2 or more instances in the layout --
master         Yosys  layout
a221oi             4       4
mux4             472     472
nand2b             5       5
a2111oi           55      55
and2             995     995
mux2i            150     150
clkdlybuf4s50      0     104
or2               33      33
a221o              2       2
mux2              30      30
a211oi             7       7
o21ai              4       4
a22o              51      51
nand3              5       5
nor4               6       6
inv                2       5
o22ai            103     103
nor2              36      36
and3               3       3
clkinvlp           0       3
a21oi             12      12
or3                2       2
nor4b              3       3
nor2b             14      14
or3b               4       4
conb               1      32
a22oi             16      16
nand3b             5       5
nand4bb            2       2
buf              115     173
clkbuf           272     135
nand2              7       7
nor3              54      54
bufinv             0       9
edfxtp          1024    1024
clkinv             0      53
a32o               4       4
-- metal layers --
metal / track usage / share of wire / wire (µm)
met1: 0.446 / 0.31 / 54900
met2: 0.506 / 0.46 / 80800
met3: 0.280 / 0.18 / 31900
met4: 0.142 / 0.052 / 9220
met5: 0.0460 / 0.0032 / 570
-- report_power, final --
| group | leakage [µW] | internal [µW] | switching, µW |
|---|---|---|---|
| combinational | 0.00922 | 283 | 356 |
| sequential | 0.00975 | 2520 | 61.6 |
| clock | 0.00172 | 1170 | 857 |
Power and IR drop assume default switching activity.
